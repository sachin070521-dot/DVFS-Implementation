$ cat flow/config.mk
export PLATFORM = sky130hd
export DESIGN_NAME = dfs_alu_top
export DESIGN_NICKNAME = dfs_alu_top
export VERILOG_FILES = /design/flow/design.v
export SDC_FILE = /design/flow/constraint.sdc
export NUM_CORES = 4
export LEC_CHECK = 1
export CORE_UTILIZATION = 50
$ cat flow/constraint.sdc
current_design dfs_alu_top

set clk_period 1.4
set clk_io_pct 0.2

create_clock -name clk0 -period $clk_period [get_ports {clk_100mhz}]

set non_clock_inputs [all_inputs -no_clocks]
set_input_delay [expr $clk_period * $clk_io_pct] -clock clk0 $non_clock_inputs
set_output_delay [expr $clk_period * $clk_io_pct] -clock clk0 [all_outputs]
$ cat flow/design.v
module activity_monitor (
    input  wire clk,
    input  wire rst,
    input  wire alu_valid,
    output reg  [15:0] activity
);
always @(posedge clk or posedge rst) begin
    if (rst)
        activity <= 0;
    else if (alu_valid)
        activity <= activity + 1;
end
endmodule
`timescale 1ns / 1ps
module alu_32bit (
    input  wire        clk,
    input  wire        rst,
    input  wire        en,
    input  wire [1:0]  op,
    input  wire [31:0] a,
    input  wire [31:0] b,
    output reg  [63:0] y,
    output reg         valid
);
always @(posedge clk or posedge rst) begin
    if (rst) begin
        y     <= 0;
        valid <= 0;
    end else if (en) begin
        case (op)
            3'b00: y <= a + b;
            3'b01: y <= a - b;
            3'b10: y <= a * b;
            default: y <= 0;
        endcase
        valid <= 1;
    end else begin
        valid <= 0;
    end
end
endmodule
`timescale 1ns / 1ps
module clock_divider (
    input  wire clk_in,      
    input  wire rst,
    output reg  clk_div2,     
    output reg  clk_div4,     
    output reg  clk_div8      
);
reg [2:0] cnt;
always @(posedge clk_in or posedge rst) begin
    if (rst) begin
        cnt      <= 0;
        clk_div2 <= 0;
        clk_div4 <= 0;
        clk_div8 <= 0;
    end else begin
        cnt <= cnt + 1;
        clk_div2 <= cnt[0];
        clk_div4 <= cnt[1];
        clk_div8 <= cnt[2];
    end
end
endmodule
`timescale 1ns / 1ps
module dfs_alu_top (
    input  wire        clk_100mhz,    
    input  wire        rst,
    input  wire        alu_en,
    input  wire [2:0]  alu_op,
    input  wire [31:0] alu_a,
    input  wire [31:0] alu_b,
    output wire led0,    
    output wire led1,    
    output wire led2,
    output wire led3    
  );
    wire clk_div2, clk_div4, clk_div8;
    clock_divider u_div (
        .clk_in   (clk_100mhz),
        .rst      (rst),
        .clk_div2 (clk_div2),
        .clk_div4 (clk_div4),
        .clk_div8 (clk_div8)
   );
    wire [1:0] dfs_sel;
    wire       dfs_clk;
    assign dfs_clk =
        (dfs_sel == 2'b10) ? clk_div2  :    
        (dfs_sel == 2'b01) ? clk_div4  :    
                             clk_div8 ;    
    wire [31:0] alu_y;
    wire        alu_valid;
    alu_32bit u_alu (
        .clk   (dfs_clk),
        .rst   (rst),
        .en    (alu_en),
        .op    (alu_op),
        .a     (32'd4500),
        .b     (32'd200),
        .y     (alu_y),
        .valid (alu_valid)
    );
    wire [15:0] activity;
    activity_monitor u_activity (
        .clk       (dfs_clk),
        .rst       (rst),
        .alu_valid (alu_valid),
        .activity  (activity)
    );
    dfs_controller u_dfs_ctrl (
        .clk      (clk_100mhz),    
        .rst      (rst),
        .activity (activity),
        .dfs_sel  (dfs_sel)
    );
    reg [25:0] led_cnt;
    reg        led_blink;
    always @(posedge dfs_clk or posedge rst) begin
        if (rst) begin
            led_cnt   <= 0;
            led_blink <= 0;
        end else begin
            led_cnt <= led_cnt + 1;
            if (led_cnt == 26'd0)
                led_blink <= ~led_blink;
        end
    end
    assign led0 = led_blink;               
assign led1 = dfs_sel[0] & led_blink;  
assign led2 = dfs_sel[1] & led_blink;  
assign led3 = 1'b0; 
assign led4 = (activity[15:14] != 2'b00);    
assign led5 = (activity[15:13] != 3'b000);   
assign led6 = (activity[15:12] != 4'b0000);  
assign led7 = (activity[15:11] != 5'b00000); 
endmodule
`timescale 1ns / 1ps
module dfs_controller (
    input  wire        clk,
    input  wire        rst,
    input  wire [15:0] activity,
    output reg  [1:0]  dfs_sel
);
parameter TH_LOW  = 16'd200;
parameter TH_HIGH = 16'd600;
always @(posedge clk or posedge rst) begin
    if (rst)
        dfs_sel <= 2'b00;
    else if (activity < TH_LOW)
        dfs_sel <= 2'b00;    
    else if (activity < TH_HIGH)
        dfs_sel <= 2'b01;    
    else
        dfs_sel <= 2'b10;    
end
endmodule
$ cat flow/run.sh
#!/bin/bash
# OpenROAD 26Q1-2900-gdf79404cd8, Yosys 0.63+post, stock flow scripts
make -C /OpenROAD-flow-scripts/flow DESIGN_CONFIG=/design/flow/config.mk WORK_HOME=/design/flow/orfs finish
==> flow_metrics.py <==
# Metrics from the implementation run
metrics = {
    "placed_design": {
        "port_buffers": 5,
        "hpwl_um": 2470,
        "routabilityCongestion": 0.783,
        "placed_cells": 253,
    },
    "clock_network": {
        "cts_tree": "yes",
        "cts_root_buffer": "clkbuf_8",
        "cts-buffers-inserted": 3,
        "htree_levels": 1,
        "clockBufferDepth": 2,
        "postCtsHoldBufs": 0,
        "path_clk_slew_ns": 0.04,
        "clock.latency.late_pin_ns": 0.22,
    },
    "grt": {
        "grtUsageTotal_pct": 16.5,
        "grt_pass1_vias": 1386,
        "grt_max_degree": 41,
        "grt_pass1_wl_um": 6240,
        "antenna_found_initial": 0,
        "overflow": 0,
    },
    "synth": {
        "synth.distinct_cells": 30,
        "ys_warn_count": 11,
        "ys_seq_share_pct": 57.1,
        "netlist_instances": 197,
        "synthArstFlopShare_pct": 100,
        "enable_flop_cells": 0,
        "yosysTopAreaCell": "dfrtp_1",
        "avgSynthCellArea_sq_um": 11.6,
        "netlist_area_sq_um": 2280,
        "yosys.area.top_type_share_pct": 57.1,
        "topCellsByArea": "dfrtp_1, xnor2_1, xor2_1, nand2_1, nor3_1",
        "synth_flop_count": 52,
        "ys_cells": 197,
        "synth_top_flop_cell": "dfrtp_1",
        "yosys_area_sq_um": 2280,
    },
    "drt": {
        "vias_per_cell": 5.35,
        "vias": 1380,
        "post_drt_wl_per_cell_um": 13.3,
        "diodes": 0,
        "drt_first_pass_iters": 4,
        "drtAntennaViolNets": 0,
        "drc": 0,
        "drt_iter0_drc": 56,
        "drt-total-wl_um": 3430,
    },
    "timing": {
        "setup_tns_ns": 0,
        "max_freq_ghz": 0.808,
        "slew_viol_final": 0,
        "relSlewSlack_pct": 61.4,
        "tightest_slew_ns": 0.574,
        "setup_viol": 0,
        "untimed_endpoints": 47,
        "fin_worst_skew_ns": 0.000752,
        "unclocked_pins": 44,
        "rsz0062_at_grt": "no",
        "period_used_pct": 88.4,
        "fin_crit_ns": 1.24,
        "hold_viol_final": 0,
    },
    "setup_path": {
        "cp-end-kind": "primary output",
        "path_class": "reg2out",
        "critPathLaunchType": "flip-flop",
        "path_max_fanout": 2,
        "arrival_ns": 0.96,
        "cp.required_ns": 1.12,
    },
    "power_and_ir_drop": {
        "p_per_area_nw_per_um2": 216,
        "p_sw_w": 0.000105,
        "ir_drop_mv": 0.235,
        "intPower_w": 0.000423,
        "swShare_pct": 19.9,
        "pwr-share-seq_pct": 43.8,
        "power.share.clock_pct": 49.3,
        "leakage_nw": 1.16,
        "power_frac_comb_pct": 6.9,
    },
    "hold_path": {
        "worstHoldPathType": "reg2reg",
    },
    "final_layout": {
        "syn2layout_area_growth_pct": 7.42,
        "mostFrequentLayoutCell": "dfrtp_1",
        "final_cell_mix": "dfrtp_1, xnor2_1, xor2_1",
        "instances_no_fill": 258,
        "drive_above_1_share_pct": 6.31,
    },
    "status": {
        "outcome": "completed",
    },
    "die": {
        "initial_utilization_pct": 52.3,
        "core_sq_um": 4350,
        "pin_count": 74,
        "num_rows": 24,
        "die_h_um": 69.5,
        "die_area_sq_um": 4830,
        "die-width_um": 69.5,
    },
    "run": {
        "maxCapViolations": 0,
        "warnings": 93,
    },
}
-- final cells by class --
class	instances	area, sq um
fillers	353	1910
flip-flops and latches	52	1300
inverters	11	45.0
repair buffers	9	77.6
clock buffers	3	41.3
well taps	52	65.1
multi-input cells	131	916
-- power groups by stage --
stage | clock network [W] | logic, W | registers, W
CTS | 0.000269 | 0.0000400 | 0.000231
global route | 0.000288 | 0.0000446 | 0.000231
finish | 0.000261 | 0.0000367 | 0.000231
-- final timing paths --
path                                       startpoint  depth (start not counted)                    end  slack, ns
min in group asynchronous                         rst                          2  u_dfs_ctrl.dfs_sel[1]       0.40
worst max register to register           u_div.cnt[0]                          2           u_div.cnt[2]       0.50
worst min register to register           u_div.cnt[2]                          0         u_div.clk_div8       0.39
worst min-delay path                     u_div.cnt[2]                          0         u_div.clk_div8       0.39
max in group asynchronous                         rst                          2           u_div.cnt[2]       0.81
worst max-delay path            u_dfs_ctrl.dfs_sel[0]                          2                   led1       0.16
-- cell usage after synthesis (3+ instances only) --
cell and instances:
nand3_1 9, inv_1 11, nand4_1 7, and2_1 3
dfrtp_1 52, xor2_1 19, nand2_1 16, nor2_1 11
and4_1 5, nor4_1 6, nor3_1 11, xnor2_1 22
ha_1 4
-- through the flow --
stage	area, sq um	power, W	hold slack [ns]	setup slack (ns)	utilization, %
after detailed placement	2390	0.000274	0.371	0.145	54.9
after CTS	2450	0.000540	0.386	0.161	56.2
final	2450	0.000529	0.386	0.162	56.2
after global routing	2450	0.000564	0.400	0.118	56.2
after floorplan	2280	0.000259	0.335	0.562	-
after global placement	2390	0.000273	0.368	0.140	54.9
-- per-layer routing --
metal	vias up	part of all wire, %	GRT usage (%)
met5	-	0	0
met3	0	1.3	1.33
li1	687	-	-
met4	0	0	1.13
met1	679	51	27.4
met2	14	48	26.9
-- logic make-up after synthesis --
family	count (synthesis)	synth area share (%)
simple gates	77	19.0
flops	52	57.1
xor+xnor	41	15.8
buf+inv	14	2.80
compound gates	6	1.98
fa+ha+maj	4	2.20
mux	2	0.934
other cells	1	0.165
-- what timing repair did --
action                     in CTS  in global routing
gates resized                   2                  0
setup buffers                   2                  0
setup endpoints to repair       2                  0
-- registers in the layout (all words and copies together) (netlist names), 2 cells and up --
signal and flops:
led_cnt 26, u_activity.activity 16, u_div.cnt 3, u_dfs_ctrl.dfs_sel 2
-- critical path, stage by stage (launching register included) --
cell and delay, ns:
dfrtp_1 0.36, and2_1 0.14, dlygate4sd2_1 0.23
Power figures rest on the tool's default switching activity, not on a simulated workload.
